File: flow/run.sh
#!/bin/bash
# OpenROAD 26Q1-2900-gdf79404cd8, Yosys 0.63+post, stock flow scripts
make -C /OpenROAD-flow-scripts/flow DESIGN_CONFIG=/design/flow/config.mk WORK_HOME=/design/flow/orfs finish
File: flow/config.mk
export PLATFORM = sky130hd
export DESIGN_NAME = lightHashDES
export DESIGN_NICKNAME = lightHashDES
export VERILOG_FILES = /design/flow/design.v
export SDC_FILE = /design/flow/constraint.sdc
export NUM_CORES = 4
export LEC_CHECK = 1
export CORE_UTILIZATION = 30
File: flow/constraint.sdc
current_design lightHashDES

set clk_period 18.5
set clk_io_pct 0.2

create_clock -name clk0 -period $clk_period [get_ports {clk}]

set non_clock_inputs [all_inputs -no_clocks]
set_input_delay [expr $clk_period * $clk_io_pct] -clock clk0 $non_clock_inputs
set_output_delay [expr $clk_period * $clk_io_pct] -clock clk0 [all_outputs]
File: flow/design.v
module HashIteration (
    input [7 : 0] M,
    input [7 : 0] [3 : 0] h,
    output [7 : 0] [3 : 0] h_out
);
reg [3 : 0] sbox_out;
wire [5 : 0] M6;
assign M6 = {M[5], M[7]^M[2], M[3], M[0], M[4]^M[1], M[6]};
SBox sbox(
    .in (M6),
    .out (sbox_out)
);
wire [7 : 0] [3 : 0] r1_out;
wire [7 : 0] [3 : 0] r2_out;
wire [7 : 0] [3 : 0] r3_out;
Round round1 (
    .sbox_out(sbox_out),
    .h_in(h),
    .h_out(r1_out)
);
Round round2 (
    .sbox_out(sbox_out),
    .h_in(r1_out),
    .h_out(r2_out)
);
Round round3 (
    .sbox_out(sbox_out),
    .h_in(r2_out),
    .h_out(r3_out)
);
Round round4 (
    .sbox_out(sbox_out),
    .h_in(r3_out),
    .h_out(h_out)
);
endmodule
module Round (
    input [3 : 0] sbox_out, 
    input [7 : 0] [3 : 0] h_in, 
    output reg [7 : 0] [3 : 0]  h_out 
);
reg [3 : 0] xor_res; 
    always @(*) begin        
        xor_res = h_in[2] ^ sbox_out;
        h_out[0] = xor_res;
        xor_res = h_in[3] ^ sbox_out;
        h_out[1] = xor_res;
        xor_res = h_in[4] ^ sbox_out;
        h_out[2] = (xor_res << 1) | (xor_res >> 3);
        xor_res = h_in[5] ^ sbox_out;
        h_out[3] = (xor_res << 1) | (xor_res >> 3);
        xor_res = h_in[6] ^ sbox_out;
        h_out[4] = (xor_res << 2) | (xor_res >> 2);
        xor_res = h_in[7] ^ sbox_out;
        h_out[5] = (xor_res << 2) | (xor_res >> 2);
        xor_res = h_in[0] ^ sbox_out;
        h_out[6] = (xor_res << 3) | (xor_res >> 1);
        xor_res = h_in[1] ^ sbox_out;
        h_out[7] = (xor_res << 3) | (xor_res >> 1);
    end
endmodule
module SBox (
    input [5 : 0] in,
    output reg [3 : 0] out
);
reg [1 : 0] row;
reg [3 : 0] column;
    always @(*) begin
        row = {in[5], in[0]};
        column = in[4 : 1];
        case (column)
            4'b0000 : case (row)
                        2'b00 :  out = 4'b0010; 
                        2'b01 :  out = 4'b1110;
                        2'b10 :  out = 4'b0100;
                        2'b11 :  out = 4'b1011;
                    endcase
            4'b0001 : case (row)
                        2'b00 :  out = 4'b1100; 
                        2'b01 :  out = 4'b1011;
                        2'b10 :  out = 4'b0010;
                        2'b11 :  out = 4'b1000;
                    endcase
            4'b0010 : case (row)
                        2'b00 :  out = 4'b0100; 
                        2'b01 :  out = 4'b0010;
                        2'b10 :  out = 4'b0001;
                        2'b11 :  out = 4'b1100;
                    endcase
            4'b0011 : case (row)
                        2'b00 :  out = 4'b0001; 
                        2'b01 :  out = 4'b1100;
                        2'b10 :  out = 4'b1011;
                        2'b11 :  out = 4'b0111;
                    endcase
            4'b0100 : case (row)
                        2'b00 :  out = 4'b0111;
                        2'b01 :  out = 4'b0100;
                        2'b10 :  out = 4'b1100;
                        2'b11 :  out = 4'b0001;
                    endcase
            4'b0101 : case (row)
                        2'b00 :  out = 4'b1010; 
                        2'b01 :  out = 4'b0111;
                        2'b10 :  out = 4'b1101;
                        2'b11 :  out = 4'b1110;
                    endcase
            4'b0110 : case (row)
                        2'b00 :  out = 4'b1011;
                        2'b01 :  out = 4'b1101;
                        2'b10 :  out = 4'b0111;
                        2'b11 :  out = 4'b0010;
                    endcase
            4'b0111 : case (row)
                        2'b00 :  out = 4'b0110;
                        2'b01 :  out = 4'b0001;
                        2'b10 :  out = 4'b1000;
                        2'b11 :  out = 4'b1101;
                    endcase
            4'b1000 : case (row)
                        2'b00 :  out = 4'b1000; 
                        2'b01 :  out = 4'b0101;
                        2'b10 :  out = 4'b1111;
                        2'b11 :  out = 4'b0110;
                    endcase
            4'b1001 : case (row)
                        2'b00 :  out = 4'b0101;
                        2'b01 :  out = 4'b0000;
                        2'b10 :  out = 4'b1001;
                        2'b11 :  out = 4'b1111;
                    endcase
            4'b1010 : case (row)
                        2'b00 :  out = 4'b0011;
                        2'b01 :  out = 4'b1111;
                        2'b10 :  out = 4'b1100;
                        2'b11 :  out = 4'b0000;
                    endcase
            4'b1011 : case (row)
                        2'b00 :  out = 4'b1111; 
                        2'b01 :  out = 4'b1100;
                        2'b10 :  out = 4'b0101;
                        2'b11 :  out = 4'b1001;
                    endcase
            4'b1100 :  case (row)
                        2'b00 :  out = 4'b1101;
                        2'b01 :  out = 4'b0011;
                        2'b10 :  out = 4'b0110;
                        2'b11 :  out = 4'b1100;
                    endcase
            4'b1101 :  case (row)
                        2'b00 :  out = 4'b0000; 
                        2'b01 :  out = 4'b1001;
                        2'b10 :  out = 4'b0011;
                        2'b11 :  out = 4'b0100;
                    endcase
            4'b1110 : case (row)
                        2'b00 :  out = 4'b1110; 
                        2'b01 :  out = 4'b1000;
                        2'b10 :  out = 4'b0000;
                        2'b11 :  out = 4'b0101;
                    endcase
            4'b1111 : case (row)
                        2'b00 :  out = 4'b1001;
                        2'b01 :  out = 4'b0110;
                        2'b10 :  out = 4'b1110;
                        2'b11 :  out = 4'b0011;
                    endcase 
        endcase
    end
endmodule
module lightHashDES(
    input clk, 
    input reset,
    input M_valid,
    input [7 : 0] M,
    input [63 : 0] input_lenght,
    output reg hash_ready, 
    output reg [31 : 0] digest
);
localparam Iv_H0 = 4'hF;
localparam Iv_H1 = 4'h3;
localparam Iv_H2 = 4'hC;
localparam Iv_H3 = 4'h2;
localparam Iv_H4 = 4'h9;
localparam Iv_H5 = 4'hD;
localparam Iv_H6 = 4'h4;
localparam Iv_H7 = 4'hB;    
reg busy;
reg [63:0] counter;
reg [7 : 0] temp_M;
reg M_valid_temp;
reg [7 : 0] [3 : 0]  H;
wire [7 : 0] [3 : 0] feedback;
wire init_state;
wire compute_state;
wire final_state;
assign init_state = busy === 0 && M_valid; 
assign compute_state = busy === 1 && counter > 0;
assign final_state = busy === 1 && counter === 0;  
HashIteration main(
    .M(temp_M), 
    .h(H),
    .h_out(feedback)
);
always @(posedge clk or negedge reset) begin
        if (!reset) begin 
            hash_ready <= 0;
            busy <= 0;
        end else if(init_state) begin 
            counter <= input_lenght;
            busy <= 1;
            hash_ready <= 0;
            temp_M <= M;
            M_valid_temp <= M_valid;
            H[0] <= Iv_H0;
            H[1] <= Iv_H1;
            H[2] <= Iv_H2;
            H[3] <= Iv_H3;
            H[4] <= Iv_H4;
            H[5] <= Iv_H5;
            H[6] <= Iv_H6;
            H[7] <= Iv_H7;
        end else if(compute_state) begin 
            if(M_valid_temp === 1)begin 
                counter <= (counter - 1);
                H <= feedback;
            end
                temp_M <= M;
                M_valid_temp <= M_valid;
        end else if(final_state) begin 
            hash_ready <= 1; 
            busy <= 0;
            digest <= H;
        end else begin 
            #0;
        end
    end
endmodule
==> results_dict.tcl <==
# flow metrics
set metrics [dict create \
    clockPowerShare_pct 40.2 \
    warning_count 32 \
    crit_chain "clkdlybuf4s50_1 -> nor2b_4 -> buf_4 -> buf_4 -> o21ai_0" \
    outcome "finished clean" \
    ys_seq_share_pct 56.8 \
    antenna_found_initial 0 \
    grt_use_total_pct 12.7 \
    crit_arrival_ns 5.63 \
    flop_area_mm2 0.00416 \
    comb_power_share_pct 13.7 \
    wire_per_inst_um 13.6 \
    antenna_left 0 \
    fp.dieH_um 158 \
    ctsHtreeMaxLevel 4 \
    crit_slowest_cell "buf_4" \
    die_x_um 158 \
    logic_area_mm2 0.00303 \
    rsz0062_at_grt "false" \
    critical_path_required_ns 18.65 \
    end_kind "register" \
    viasPerCell 4.59 \
    clock-sinks 139 \
    synthTopCellsByArea "edfxtp_1 56%, xnor2_1 6.7%, nand2_1 5.1%" \
    ir_drop_mv 0.0536 \
    hp-class "reg -> reg" \
    wl_um 15000 \
    switching_share_pct 24.8 \
    ff_type "edfxtp_1" \
    first_pass_iters 4 \
    top_cell_area_share_pct 56.2 \
    finalCritPeriodShare_pct 29.6 \
    synthesis.area_mm2 0.00733 \
    chipArea_mm2 0.0250 \
    relSlewSlack_pct 46.6 \
    grt_first_pass_wirelength_um 24000 \
    drt_iter0_markers 280 \
    cp_max_fo 74 \
    power_mw 0.849 \
    ys_ff 139 \
    num_vias 5054 \
    clk_path_buf_depth 2 \
    synth_warnings 3 \
    clk_pin_slew_ns 0.07 \
    leakagePower_nw 3.01 \
    synth_cell_type_count 55 \
    seq_power_share_pct 46.1 \
    critical_path.startpoint_type "input port" \
    place.gp.congestion 0.835 \
    hold_ws_ns 0.439 \
    setup_viol_count_final 0 \
    crit_type "in -> reg" \
    clock.fmax_mhz 183 \
    maxCapViolCount 0 \
    ys_area_mm2 0.00733 \
    drc 0 \
    setup_tns_ns 0 \
    root_buffer "clkbuf_16" \
    power_switching_mw 0.211 \
    numCtsBuffers 17 \
    finalCriticalPeriod_ns 5.48 \
    fin_cells 1102 \
    synthToLayoutAreaGrowth_pct 27.7 \
    top_cell "edfxtp_1" \
    finalHoldViolCount 0 \
    avgSynthCellArea_um2 11.0 \
    fin_area_mm2 0.00936 \
    cts_resized 0 \
    placed_area_mm2 0.00877 \
    crit_path_max_incr_delay_ns 0.53 \
    dp_cells 1070 \
    hold_buffers 0 \
    coreArea_mm2 0.0237 \
    yosys.area.top_type "edfxtp_1" \
    synthArstFlopShare_pct 1.44 \
    critPathMostFrequentCell "buf_4" \
    intPower_mw 0.638 \
    power_density_mw_per_mm2 90.8 \
    grt_pass1_vias 4657 \
    grt_max_degree 75 \
    slew_violations 0 \
    cts_setup_buffers 0 \
    ios 108 \
    num-fill-cells 2299 \
    cts_tree "done" \
    num_rows 56 \
    tightest_slew_ns 0.797 \
    numPortBuffers 107 \
    synthCells 665 \
    ys_cells 665 \
    dp_hpwl_um 10200 \
    initial_core_util_pct 30.9 \
    globalRouteOverflowTotal 0 \
    edf_count 137 \
    drive_gt1_share_pct 7.54 \
    clkLatencyLatePin_ns 0.42 \
    antenna_cells 0 \
    clock_skew_ns 0.0147 \
    top_cells_by_count "137 x edfxtp_1, 99 x nand2_1, 71 x o21ai_0" \
]
[placed cells by master, fill, tap and decap left out, types with 8 or more instances in the layout]
cell,Yosys,routed
nand2_1,99,99
a21oi_1,10,10
nor2_1,59,58
xnor2_1,56,56
nand3_1,15,15
or3_1,17,17
edfxtp_1,137,137
buf_4,0,11
clkdlybuf4s50_1,0,107
nand3b_1,8,8
ha_1,9,9
and2_1,15,15
nor3_1,21,21
o21ai_0,71,71
clkbuf_16,0,17
nand2b_1,10,10
xor2_1,24,24
mux2i_1,10,10
[cells by family after synthesis]
logic type | Yosys count | share of synthesized area (%)
AOI/OAI and AO/OA | 113 | 9.09
xor gates and xnor gates | 84 | 10.5
adders and majority gates | 9 | 1.54
buffers and inverters | 36 | 1.95
DFF | 139 | 56.8
muxes | 10 | 1.37
and+or+nand+nor | 274 | 18.8
[worst max-delay path: cells and delay by family]
| family | cells | cell delay (ns) |
|---|---|---|
| compound gates | 1 | 0.17 |
| buf+inv | 3 | 1.57 |
| simple gates | 1 | 0.16 |
[layer usage]
metal  global-route usage (%)  wire length [um]  vias to the layer above
li1                         -                 -                     2606
met5                        0                 0                        -
met2                     18.4              6420                      135
met1                     20.1              7250                     2302
met3                     4.02              1090                       11
met4                     1.56               200                        0
[power by group through the flow]
| stage | Sequential, mW | Clock, mW | Combinational (mW) |
|---|---|---|---|
| after CTS | 0.391 | 0.349 | 0.118 |
| after global routing | 0.394 | 0.363 | 0.130 |
| final | 0.391 | 0.341 | 0.117 |
[path summary, 6_finish.rpt]
| path | startpoint | to | slack [ns] | cells past startpoint |
|---|---|---|---|---|
| setup / recovery | M_valid | counter[44] | 13.02 | 5 |
| hold / removal | H[18] | digest[18] | 0.44 | 0 |
| setup reg to reg | counter[2] | H[17] | 15.03 | 8 |
| hold reg to reg | H[18] | digest[18] | 0.44 | 0 |
| max in group asynchronous | reset | hash_ready | 14.85 | 1 |
| min in group asynchronous | reset | busy | 3.48 | 1 |
[registers in the layout, indices dropped and copies added (netlist names)]
name	count
counter	64
H	32
digest	32
temp_M	8
M_valid_temp	1
busy	1
hash_ready	1
[metrics by stage]
stage | util [%] | setup slack, ns
global placement | 37.0 | 12.56
CTS | 39.5 | 12.98
detailed placement | 37.0 | 12.53
finish | 39.5 | 13.02
floorplan | - | 9.35
global route | 39.5 | 12.83
[cell type report]
cell class              count  area share [%]
clock inverters            15            1.75
clock buffers              17            4.55
flip-flops and latches    139            44.5
well taps                 319            4.27
repair buffers            118            12.3
multi-input cells         490            32.4
inverters                   4           0.160
